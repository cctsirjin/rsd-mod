<file path="flow/design.v">
package FPUTypes;
typedef struct packed {
    logic sign;
    logic [7:0] expo;
    logic [7:0] offs;
    logic [23:0] mant;
} FAddDataPath;
typedef struct packed {
    FAddDataPath lhs;
    FAddDataPath rhs;
    logic is_subtraction;
    logic prec_loss;
    logic res_is_nan;
    logic [31:0] nan;
} FAddStage1RegPath;
typedef struct packed {
    logic is_subtraction;
    logic [26:0] adder_lhs;
    logic [26:0] adder_rhs;
    logic lhs_sign;
    logic [7:0] lhs_expo;
    logic [7:0] lhs_offs;
    logic [24:0] suber_result;
    logic [4:0] lz_count;
    logic prec_loss;
    logic res_is_nan;
    logic [31:0] nan;
} FAddStage2RegPath;
typedef struct packed {
    logic [7:0] expo;
    logic [9:0] v_expo;
    logic [22:0] mant;
} FMulDataPath;
typedef struct packed {
    FMulDataPath lhs;
    FMulDataPath rhs;
    logic [9:0] virtual_expo;
    logic result_sign;
    logic subnormal;
    logic res_is_zero;
    logic res_is_nan;
    logic res_is_inf;
    logic [31:0] nan;
} FMulStage1RegPath;
typedef struct packed {
    logic [47:0] multiplier_result;
    logic [5:0] subnormal_shift;
    logic [9:0] virtual_expo;
    logic result_sign;
    logic subnormal;
    logic res_is_zero;
    logic res_is_nan;
    logic res_is_inf;
    logic [31:0] nan;
} FMulStage2RegPath;
typedef struct packed {
    logic [9:0] v_expo;
    logic [22:0] v_mant;
} FDivDataPath;
typedef struct packed {
    FDivDataPath lhs;
    FDivDataPath rhs;
    logic [9:0] virtual_expo;
    logic result_sign;
    logic subnormal;
    logic dividend_normalize;
    logic res_is_zero;
    logic res_is_nan;
    logic res_is_inf;
    logic [31:0] nan;
    logic [26:0] rem;
    logic [23:0] quo;
} FDivRegPath;
typedef struct packed {
    logic inp_sign;
    logic [8:0] v_expo;
    logic [23:0] v_mant;
    logic res_is_zero;
    logic res_is_nan;
    logic res_is_inf;
    logic [31:0] nan;
    logic [26:0] rem;
    logic [25:0] quo;
} FSQRTRegPath;
typedef struct packed {
    logic [9:0]  v_lhs_expo;
    logic [9:0]  v_rhs_expo;
    logic [23:0] v_lhs_mant;
    logic [23:0] v_rhs_mant;
    logic [9:0] virtual_expo;
    logic is_divide;
    logic result_sign;
    logic lhs_sign;
    logic subnormal;
    logic res_is_zero;
    logic res_is_nan;
    logic res_is_inf;
    logic [31:0] nan;
    logic [26:0] rem;
    logic [25:0] quo;
} FDivSqrtRegPath;
typedef struct packed {
    logic [9:0] mulres_expo;
    logic result_is_inf;
    logic result_is_nan;
    logic res_is_addend;
    logic mul_sign;
    logic prop_inf_sign;
    logic addend_sign;
    logic is_subtract;
    logic [31:0] nan;
    logic [31:0] addend;
} FMAStage1RegPath;
typedef struct packed {
    logic [9:0] mulres_expo;
    logic result_is_inf;
    logic result_is_nan;
    logic res_is_addend;
    logic mul_sign;
    logic prop_inf_sign;
    logic addend_sign;
    logic is_subtract;
    logic [31:0] nan;
    logic [31:0] addend;
} FMAStage2RegPath;
typedef struct packed {
    logic [75:0] abs_fma_result;
    logic [9:0] mulres_expo;
    logic res_is_negative;
    logic result_is_inf;
    logic result_is_nan;
    logic res_is_zero;
    logic res_is_addend;
    logic result_sign;
    logic prop_inf_sign;
    logic addend_sign;
    logic is_subtract;
    logic [31:0] nan;
    logic [31:0] addend;
} FMAStage3RegPath;
typedef struct packed {
    logic [75:0] abs_fma_result;
    logic [7:0] fmares_shift;
    logic [9:0] virtual_expo;
    logic subnormal;
    logic res_is_negative;
    logic result_is_inf;
    logic result_is_nan;
    logic res_is_zero;
    logic res_is_addend;
    logic result_sign;
    logic prop_inf_sign;
    logic addend_sign;
    logic is_subtract;
    logic [31:0] nan;
    logic [31:0] addend;
} FMAStage4RegPath;
endpackage
package MicroArchConf;
localparam CONF_FETCH_WIDTH = 2;
localparam CONF_DECODE_WIDTH = CONF_FETCH_WIDTH;       
localparam CONF_RENAME_WIDTH = CONF_FETCH_WIDTH;       
localparam CONF_DISPATCH_WIDTH = CONF_FETCH_WIDTH;     
localparam CONF_COMMIT_WIDTH = 2;     
localparam CONF_PSCALAR_NUM = 64;
localparam CONF_PSCALAR_FP_NUM = 64;
localparam CONF_ISSUE_QUEUE_ENTRY_NUM = 16;
localparam CONF_ACTIVE_LIST_ENTRY_NUM = 64;
localparam CONF_REPLAY_QUEUE_ENTRY_NUM = 20;
    localparam CONF_INT_ISSUE_WIDTH = 2;
    localparam CONF_COMPLEX_ISSUE_WIDTH = 1;
localparam CONF_LOAD_ISSUE_WIDTH = 1;        
localparam CONF_STORE_ISSUE_WIDTH = 1;       
    localparam CONF_MEM_ISSUE_WIDTH = 2;
    localparam CONF_STORE_ISSUE_LANE_BEGIN = CONF_LOAD_ISSUE_WIDTH;     
    localparam CONF_FP_ISSUE_WIDTH = 0;
localparam CONF_LOAD_QUEUE_ENTRY_NUM = 16;   
localparam CONF_STORE_QUEUE_ENTRY_NUM = 16;  
localparam CONF_BTB_ENTRY_NUM = 1024;
localparam CONF_PHT_ENTRY_NUM = 2048;
localparam CONF_BRANCH_GLOBAL_HISTORY_BIT_WIDTH = 10;    
localparam CONF_MDT_ENTRY_NUM = 1024;    
localparam CONF_DCACHE_WAY_NUM = 2;
localparam CONF_DCACHE_INDEX_BIT_WIDTH = 9 - $clog2(CONF_DCACHE_WAY_NUM);    
localparam CONF_DCACHE_LINE_BYTE_NUM = 8;     
localparam CONF_DCACHE_MSHR_NUM = 2;   
localparam CONF_ICACHE_WAY_NUM = 2;
localparam CONF_ICACHE_INDEX_BIT_WIDTH = 9 - $clog2(CONF_ICACHE_WAY_NUM);
localparam CONF_ICACHE_LINE_BYTE_NUM = 8;     
endpackage : MicroArchConf
import BasicTypes::*;
module FlipFlop #( parameter FF_WIDTH = 32, parameter RESET_VALUE = 0 )
(
    output logic [FF_WIDTH-1:0] out,
    input  logic [FF_WIDTH-1:0] in,
    input  logic clk, 
    input  logic rst
);
    logic [FF_WIDTH-1:0] body;
    always_ff@( posedge clk )            
    begin
        if( rst == 1 )                   
            body <= RESET_VALUE;
        else
            body <= in;
    end
    assign out = body;
endmodule : FlipFlop
module FlipFlopWE #( parameter FF_WIDTH = 32, parameter RESET_VALUE = 0 )
(
    output logic [FF_WIDTH-1:0] out,
    input  logic [FF_WIDTH-1:0] in,
    input  logic we,  
    input  logic clk, 
    input  logic rst
);
    logic [FF_WIDTH-1:0] body;
    always_ff@( posedge clk )            
    begin
        if( rst == 1 )                   
            body <= RESET_VALUE;
        else if( we )                    
            body <= in;
        else
            body <= body;
    end
    assign out = body;
endmodule : FlipFlopWE
</file>
<file path="flow/run.sh">
#!/bin/bash
# OpenROAD 26Q1-2900-gdf79404cd8, Yosys 0.63+post, stock flow scripts
make -C /OpenROAD-flow-scripts/flow DESIGN_CONFIG=/design/flow/config.mk WORK_HOME=/design/flow/orfs finish
</file>
<file path="flow/config.mk">
export PLATFORM = sky130hd
export DESIGN_NAME = FlipFlopWE
export DESIGN_NICKNAME = FlipFlopWE
export VERILOG_FILES = /design/flow/design.v
export SDC_FILE = /design/flow/constraint.sdc
export NUM_CORES = 4
export LEC_CHECK = 1
export CORE_AREA = 10 10 91 91
export DIE_AREA = 0 0 101 101
</file>
<file path="flow/constraint.sdc">
current_design FlipFlopWE

set clk_period 1.0
set clk_io_pct 0.2

create_clock -name clk0 -period $clk_period [get_ports {clk}]

set non_clock_inputs [all_inputs -no_clocks]
set_input_delay [expr $clk_period * $clk_io_pct] -clock clk0 $non_clock_inputs
set_output_delay [expr $clk_period * $clk_io_pct] -clock clk0 [all_outputs]
</file>
==> qor.csv <==
metric,value,unit
hold_viol_final,0,
final_cell_area,1890,um2
root_buffer,clkbuf_8,
yosys.stat.seqShare,55.1,%
rows,29,
max_freq,1040,MHz
final-max-slew-violation-count,0,
chipArea,10200,um2
yosysTopAreaCellShare,55.1,%
ys_top_cells_by_area,"dfxtp_1, mux2i_1, nor2_1",
worst_pin_slew,136,ps
max_stage_delay,320,ps
syn_area,1160,um2
min_path_cells,4,
critical_path.top_delay_family,flip-flops,
largest-register,body,
cap_violations,0,
p_sw_share,21.1,%
timing.rr.end,body[17],
synth_flops,32,
grt_max_degree,33,
synth.avg_cell_area,11.3,um2
nFillCells,668,
status,"finished, final reports clean",
pin_count,67,
grt_pass1_wl,4.91,mm
worstPathArrival,760,ps
finalPower,2840,uW
cts_hold_buffers,0,
gp_congestion,0.667,
cts_tree,done,
clk_path_buf_depth,2,
top_area_cell,dfxtp_1,
clock_skew,0,ps
clockPowerShare,37.0,%
start_kind,register,
tool_warnings,25,
placed_area,1900,um2
largest_reg_flops,32,
setup_slack,40.8,ps
syn2layout_area_growth,62.8,%
firstDrtPassIters,4,
overflow,0,
path_cells,clkdlybuf4s15_1,
htree_levels,2,
relSlewSlack,90.7,%
rr_worst_depth,3,
ys_cells,103,
netlist_instances,103,
antenna_found_initial,0,
p_leak,0.000890,uW
fin_util,29.8,%
vias_per_cell,3.68,
worst-path-buf-inv,1,
cp_slowest_cell,dfxtp_2,
post_drt_wl_per_cell,12.5,um
die_width,101,um
drive_above_1_share,43.1,%
reg.largest.list,body x32,
combPwrFrac,13.7,%
clk_pin_slew,70,ps
pre_cts_slack,-107,ps
fp_util,18.3,%
port_buffers,66,
die_h,101,um
num_vias,923,
synth_cell_types,6,
ys_warn_count,2,
p_seq_share,49.3,%
p_sw,598,uW
crit_fanout,2,
drc_errors,0,
intPower,2240,uW
diodes,0,
cts.sinks,32,
ant_nets,0,
min_to,body[11],
ys_area,1160,um2
routed_wl,3.13,mm
p_per_area,1500,nW/um2
rsz0062_at_grt,false,
min_from,we,
cp-end-kind,primary output,
crit_required,800,ps
r2r-start,body[17],
core-area,6350,um2
critical_path_class,reg2out,
fin_crit,959,ps
clock_latency,270,ps
finalSetupViolations,0,
place_hpwl,2.29,mm
numCtsBuffers,5,
hp-class,in2reg,
r2r_slack,290,ps
drtIter0Drc,22,
grt_pass1_vias,930,
grt_use_total,5.83,%
post-route-period-util,95.9,%
ir_drop,0.573,mV
-- through the flow --
| step | std cells | hold WS [ps] | TNS (ps) |
|---|---|---|---|
| 2_1_floorplan | 103 | 272 | 0 |
| 3_3_place_gp | 243 | 471 | -2970 |
| 3_5_place_dp | 243 | 480 | -3270 |
| 4_1_cts | 251 | 429 | 0 |
| 5_1_grt | 251 | 436 | 0 |
| 6_report | 251 | 434 | 0 |
-- power groups by stage --
stage / Clock, uW / Sequential, uW / Combinational, uW
4_1_cts: 1120 / 1400 / 433
5_1_grt: 1190 / 1410 / 432
6_report: 1050 / 1400 / 389
-- cell type report --
| class | count | area (um2) | share of cell area, % |
|---|---|---|---|
| sequential | 32 | 681 | 35.9 |
| timing repair buffer | 71 | 581 | 30.6 |
| multi-input combinational | 64 | 440 | 23.2 |
| clock buffer | 7 | 96.3 | 5.09 |
| tap | 77 | 96.3 | 5.09 |
-- per-layer routing --
layer / share of wire [%] / vias to the layer above / GRT usage, %
li1: - / 480 / -
met1: 46 / 396 / 7.99
met2: 43 / 42 / 8.60
met3: 8.6 / 5 / 2.15
met4: 2.5 / 0 / 1.29
met5: 0 / - / 0
-- kinds of logic after synthesis --
family        after synthesis  share of synthesized area [%]
buf+inv                     7                           7.10
simple gates               32                           10.3
flops                      32                           55.1
mux                        32                           27.5
-- worst max-delay path by stage --
stage / start / end / slack [ps] / cells past startpoint
CTS: body[29] / out[29] / 2 / 1
global route: body[12] / out[12] / 2 / 1
finish: body[12] / out[12] / 40 / 1
-- placed cells by master, fill, tap and decap left out, drive strengths merged --
| cell type | Yosys | layout |
|---|---|---|
| mux2i | 32 | 32 |
| clkdlybuf4s15 | 0 | 2 |
| nor2 | 32 | 32 |
| buf | 4 | 9 |
| dfxtp | 32 | 32 |
| clkdlybuf4s50 | 0 | 33 |
| clkbuf | 3 | 34 |
-- Yosys cell counts --
| library cell | n |
|---|---|
| buf_6 | 1 |
| clkbuf_1 | 3 |
| nor2_1 | 32 |
| buf_12 | 3 |
| dfxtp_1 | 32 |
| mux2i_1 | 32 |
-- repair_timing --
| action | 4_1_cts | 5_1_grt |
|---|---|---|
| resized | 100 | 27 |
| buffers inserted | 1 | 0 |
| cloned | 0 | 0 |
| pin swaps | 0 | 0 |
| endpoints found under the setup margin | 32 | 27 |
Power figures rest on the tool's default switching activity, not on a simulated workload.
