==> design/flow/design.v <==
package FPUTypes;
typedef struct packed {
    logic sign;
    logic [7:0] expo;
    logic [7:0] offs;
    logic [23:0] mant;
} FAddDataPath;
typedef struct packed {
    FAddDataPath lhs;
    FAddDataPath rhs;
    logic is_subtraction;
    logic prec_loss;
    logic res_is_nan;
    logic [31:0] nan;
} FAddStage1RegPath;
typedef struct packed {
    logic is_subtraction;
    logic [26:0] adder_lhs;
    logic [26:0] adder_rhs;
    logic lhs_sign;
    logic [7:0] lhs_expo;
    logic [7:0] lhs_offs;
    logic [24:0] suber_result;
    logic [4:0] lz_count;
    logic prec_loss;
    logic res_is_nan;
    logic [31:0] nan;
} FAddStage2RegPath;
typedef struct packed {
    logic [7:0] expo;
    logic [9:0] v_expo;
    logic [22:0] mant;
} FMulDataPath;
typedef struct packed {
    FMulDataPath lhs;
    FMulDataPath rhs;
    logic [9:0] virtual_expo;
    logic result_sign;
    logic subnormal;
    logic res_is_zero;
    logic res_is_nan;
    logic res_is_inf;
    logic [31:0] nan;
} FMulStage1RegPath;
typedef struct packed {
    logic [47:0] multiplier_result;
    logic [5:0] subnormal_shift;
    logic [9:0] virtual_expo;
    logic result_sign;
    logic subnormal;
    logic res_is_zero;
    logic res_is_nan;
    logic res_is_inf;
    logic [31:0] nan;
} FMulStage2RegPath;
typedef struct packed {
    logic [9:0] v_expo;
    logic [22:0] v_mant;
} FDivDataPath;
typedef struct packed {
    FDivDataPath lhs;
    FDivDataPath rhs;
    logic [9:0] virtual_expo;
    logic result_sign;
    logic subnormal;
    logic dividend_normalize;
    logic res_is_zero;
    logic res_is_nan;
    logic res_is_inf;
    logic [31:0] nan;
    logic [26:0] rem;
    logic [23:0] quo;
} FDivRegPath;
typedef struct packed {
    logic inp_sign;
    logic [8:0] v_expo;
    logic [23:0] v_mant;
    logic res_is_zero;
    logic res_is_nan;
    logic res_is_inf;
    logic [31:0] nan;
    logic [26:0] rem;
    logic [25:0] quo;
} FSQRTRegPath;
typedef struct packed {
    logic [9:0]  v_lhs_expo;
    logic [9:0]  v_rhs_expo;
    logic [23:0] v_lhs_mant;
    logic [23:0] v_rhs_mant;
    logic [9:0] virtual_expo;
    logic is_divide;
    logic result_sign;
    logic lhs_sign;
    logic subnormal;
    logic res_is_zero;
    logic res_is_nan;
    logic res_is_inf;
    logic [31:0] nan;
    logic [26:0] rem;
    logic [25:0] quo;
} FDivSqrtRegPath;
typedef struct packed {
    logic [9:0] mulres_expo;
    logic result_is_inf;
    logic result_is_nan;
    logic res_is_addend;
    logic mul_sign;
    logic prop_inf_sign;
    logic addend_sign;
    logic is_subtract;
    logic [31:0] nan;
    logic [31:0] addend;
} FMAStage1RegPath;
typedef struct packed {
    logic [9:0] mulres_expo;
    logic result_is_inf;
    logic result_is_nan;
    logic res_is_addend;
    logic mul_sign;
    logic prop_inf_sign;
    logic addend_sign;
    logic is_subtract;
    logic [31:0] nan;
    logic [31:0] addend;
} FMAStage2RegPath;
typedef struct packed {
    logic [75:0] abs_fma_result;
    logic [9:0] mulres_expo;
    logic res_is_negative;
    logic result_is_inf;
    logic result_is_nan;
    logic res_is_zero;
    logic res_is_addend;
    logic result_sign;
    logic prop_inf_sign;
    logic addend_sign;
    logic is_subtract;
    logic [31:0] nan;
    logic [31:0] addend;
} FMAStage3RegPath;
typedef struct packed {
    logic [75:0] abs_fma_result;
    logic [7:0] fmares_shift;
    logic [9:0] virtual_expo;
    logic subnormal;
    logic res_is_negative;
    logic result_is_inf;
    logic result_is_nan;
    logic res_is_zero;
    logic res_is_addend;
    logic result_sign;
    logic prop_inf_sign;
    logic addend_sign;
    logic is_subtract;
    logic [31:0] nan;
    logic [31:0] addend;
} FMAStage4RegPath;
endpackage
package MicroArchConf;
localparam CONF_FETCH_WIDTH = 2;
localparam CONF_DECODE_WIDTH = CONF_FETCH_WIDTH;       
localparam CONF_RENAME_WIDTH = CONF_FETCH_WIDTH;       
localparam CONF_DISPATCH_WIDTH = CONF_FETCH_WIDTH;     
localparam CONF_COMMIT_WIDTH = 2;     
localparam CONF_PSCALAR_NUM = 64;
localparam CONF_PSCALAR_FP_NUM = 64;
localparam CONF_ISSUE_QUEUE_ENTRY_NUM = 16;
localparam CONF_ACTIVE_LIST_ENTRY_NUM = 64;
localparam CONF_REPLAY_QUEUE_ENTRY_NUM = 20;
    localparam CONF_INT_ISSUE_WIDTH = 2;
    localparam CONF_COMPLEX_ISSUE_WIDTH = 1;
localparam CONF_LOAD_ISSUE_WIDTH = 1;        
localparam CONF_STORE_ISSUE_WIDTH = 1;       
    localparam CONF_MEM_ISSUE_WIDTH = 2;
    localparam CONF_STORE_ISSUE_LANE_BEGIN = CONF_LOAD_ISSUE_WIDTH;     
    localparam CONF_FP_ISSUE_WIDTH = 0;
localparam CONF_LOAD_QUEUE_ENTRY_NUM = 16;   
localparam CONF_STORE_QUEUE_ENTRY_NUM = 16;  
localparam CONF_BTB_ENTRY_NUM = 1024;
localparam CONF_PHT_ENTRY_NUM = 2048;
localparam CONF_BRANCH_GLOBAL_HISTORY_BIT_WIDTH = 10;    
localparam CONF_MDT_ENTRY_NUM = 1024;    
localparam CONF_DCACHE_WAY_NUM = 2;
localparam CONF_DCACHE_INDEX_BIT_WIDTH = 9 - $clog2(CONF_DCACHE_WAY_NUM);    
localparam CONF_DCACHE_LINE_BYTE_NUM = 8;     
localparam CONF_DCACHE_MSHR_NUM = 2;   
localparam CONF_ICACHE_WAY_NUM = 2;
localparam CONF_ICACHE_INDEX_BIT_WIDTH = 9 - $clog2(CONF_ICACHE_WAY_NUM);
localparam CONF_ICACHE_LINE_BYTE_NUM = 8;     
endpackage : MicroArchConf
module Multiplier #(
    parameter BIT_WIDTH = 32
)(
    input  logic signed [   BIT_WIDTH-1:0 ] srcA,
    input  logic signed [   BIT_WIDTH-1:0 ] srcB,
    output logic signed [ 2*BIT_WIDTH-1: 0] dst
);
    assign dst = srcA * srcB;    
endmodule : Multiplier
module SignExtender #( 
    parameter BIT_WIDTH = 32
)(
    input  logic [   BIT_WIDTH-1:0 ] in, 
    input  logic sign,
    output logic [   BIT_WIDTH:0 ] out
);
    always_comb begin
        if (sign) begin
            out = {in[BIT_WIDTH-1], in};
        end
        else begin
            out = {1'b0, in};
        end
    end    
endmodule : SignExtender
module PipelinedMultiplier #(
    parameter BIT_WIDTH = 32,
    parameter PIPELINE_DEPTH = 3
)(
    input  logic clk, stall,
    input  logic [   BIT_WIDTH-1:0 ] srcA,
    input  logic [   BIT_WIDTH-1:0 ] srcB,
    input  logic signA,
    input  logic signB,
    output logic [ 2*BIT_WIDTH-1:0 ] dst
);
    localparam RESULT_PIPELINE_DEPTH = PIPELINE_DEPTH - 2;
    logic signed [ 2*BIT_WIDTH+1:0 ] pipeReg [RESULT_PIPELINE_DEPTH];  
    logic signed [ 2*BIT_WIDTH+1:0 ] mulResult;
    logic signed [ BIT_WIDTH:0 ] exSrcA;
    logic signed [ BIT_WIDTH:0 ] exSrcB;
    logic signed [ BIT_WIDTH:0 ] exSrcA_Reg;
    logic signed [ BIT_WIDTH:0 ] exSrcB_Reg;
    SignExtender #( 
        .BIT_WIDTH(BIT_WIDTH) 
    ) signExtenderA (
        .in(srcA),
        .sign(signA),
        .out(exSrcA)
    );
    SignExtender #( 
        .BIT_WIDTH(BIT_WIDTH) 
    ) signExtenderB (
        .in(srcB),
        .sign(signB),
        .out(exSrcB)
    );
    generate 
        if (!(PIPELINE_DEPTH > 2)) begin 
            RSD_STATIC_ASSERT_FAILED non_existing_module(); 
        end 
    endgenerate;
    always_comb begin
        (* use_dsp48 = "yes" *)
        mulResult = exSrcA_Reg * exSrcB_Reg;    
        dst = pipeReg[RESULT_PIPELINE_DEPTH-1][2*BIT_WIDTH-1:0];
    end
    always_ff @(posedge clk) begin
        if (stall) begin
            exSrcA_Reg <= exSrcA_Reg;
            exSrcB_Reg <= exSrcB_Reg;
            for ( int i = 0; i < RESULT_PIPELINE_DEPTH; i++) begin
                pipeReg[i] <= pipeReg[i];
            end
        end
        else begin
            exSrcA_Reg <= exSrcA;
            exSrcB_Reg <= exSrcB;
            pipeReg[0] <= mulResult;
            for ( int i = 1; i < RESULT_PIPELINE_DEPTH; i++) begin
                pipeReg[i] <= pipeReg[i-1];
            end
        end
    end
    initial begin
        for ( int i = 0; i < PIPELINE_DEPTH-1; i++)
            pipeReg[i] <= '0;
    end
endmodule : PipelinedMultiplier
==> design/flow/run.sh <==
#!/bin/bash
# OpenROAD 26Q1-2900-gdf79404cd8, Yosys 0.63+post, stock flow scripts
make -C /OpenROAD-flow-scripts/flow DESIGN_CONFIG=/design/flow/config.mk WORK_HOME=/design/flow/orfs finish
==> design/flow/config.mk <==
export PLATFORM = sky130hd
export DESIGN_NAME = Multiplier
export DESIGN_NICKNAME = Multiplier
export VERILOG_FILES = /design/flow/design.v
export SDC_FILE = /design/flow/constraint.sdc
export NUM_CORES = 4
export LEC_CHECK = 1
export CORE_UTILIZATION = 30
==> design/flow/constraint.sdc <==
current_design Multiplier

set clk_period 24.3
set clk_io_pct 0.2

create_clock -name clk0 -period $clk_period

set non_clock_inputs [all_inputs -no_clocks]
set_input_delay [expr $clk_period * $clk_io_pct] -clock clk0 $non_clock_inputs
set_output_delay [expr $clk_period * $clk_io_pct] -clock clk0 [all_outputs]
==> metrics.yaml <==
placement:
  port-buffer-count: 128
  placed_cells: 5481
  pre_cts_ws_ps: 5620
  place.gp.congestion: 0.917
  place.detailed.hpwl_mm: 80.1
synth:
  postSynthCellCount: 3876
  largest_area_cell: "fa_1"
  ys_area_sq_um: 36200
  synth.area.top_cells: "fa_1, inv_1, and2_1"
  syn-cell-area_sq_um: 36200
  yosysWarnings: 0
  yosysCellCount: 3876
  syn_area_per_cell_sq_um: 9.35
  ys_seq_share_pct: 0
  top_cell_area_share_pct: 59.8
  synth_cell_type_count: 61
final_layout:
  fin_cells: 5481
  drive_gt1_share_pct: 2.43
  area_growth_pct: 8.35
  fill_cells: 12300
  regArea_sq_um: 0
  ff_count: 0
  clock_buffers: 0
clock_network:
  cts_hold_buffers: 0
  cts_setup_buffers: 0
  cts_resized: 0
route:
  drt_iter0_markers: 986
  drc: 0
  num_antenna_cells: 0
  firstDrtPassIters: 5
  viasPerCell: 4.60
  wl_mm: 98.3
  final_antenna_net_count: 0
  routedWlPerCell_microns: 17.9
  num_vias: 25200
timing:
  max_slew_margin_pct: 30.4
  timing.fmax_ghz: 0.0534
  finalSetupViolations: 0
  drv_slew: 0
  tns_ps: 0
  rsz0062_at_grt: "false"
  worst_slew_pin_slew_ps: 1030
  setup_slack_ps: 5560
  fin_crit_sh_pct: 77.1
  fin_crit_ps: 18740
  hold_viol_final: 0
grt:
  antenna_found_initial: 0
  grt-ovfl-total: 0
  grt_pass1_vias: 27900
  grt_max_degree: 33
  grt_usage_pct: 17.8
  grt_pass1_wl_mm: 158
worst_setup_path:
  path_max_fanout: 32
  startpoint_type: "input pin"
  endpoint_kind: "output port"
  critPathRequiredTime_ps: 19440
  cp.arrival_ps: 13880
  cp-startpoint: "srcB[2]"
  path_class: "in -> out"
outcome:
  status: "finished clean"
floorplanning:
  core_region_area_sq_um: 120000
  fp-utilization_pct: 30.2
  ioPinCount: 128
  die_area_sq_um: 122000
  num_rows: 127
  fp.dieW_microns: 350
  die_h_microns: 350
run:
  maxCapViolations: 0
  tool_warnings: 32
min_path:
  min_from: "srcB[0]"
  hold_class: "in -> out"
  whs_path_depth: 4
-- through the flow --
stage | hold slack [ps] | area (sq um) | utilization [%]
6_report | 10970 | 39300 | 32.8
5_1_grt | 11020 | 39300 | 32.8
4_1_cts | 10980 | 39300 | 32.8
3_5_place_dp | 10970 | 39300 | 32.8
3_3_place_gp | 10980 | 39300 | 32.8
2_1_floorplan | 9800 | 36200 | -
-- cell usage after synthesis (8+ instances only) --
cell	instances
inv_1	957
and2_1	513
nor3_1	11
xor2_1	23
nor2_1	54
clkbuf_1	197
nand2_1	518
a21o_1	24
fa_1	1082
nand3_1	14
a21oi_1	64
o21bai_1	15
ha_1	184
xnor2_1	47
a31oi_1	8
nand4_1	11
o21ai_0	43
nand2b_1	12
a211oi_1	8
-- area by class of cell --
type               instances  area, sq um  share of cell area (%)
multi-input cells       2715        31800                    81.1
inverters                957         3590                    9.15
well taps               1612         2020                    5.14
repair buffers           197         1800                    4.58
-- layout by cell type, fill, tap and decap left out, types with 23 or more instances in the layout --
cell / count
o21ai_0: 43
inv_1: 957
nand2_1: 518
ha_1: 184
buf_4: 69
xnor2_1: 47
fa_1: 1082
nor2_1: 54
xor2_1: 23
a21o_1: 24
clkdlybuf4s50_1: 128
and2_1: 513
a21oi_1: 64
-- critical path: stages --
cell	delay, ps
clkdlybuf4s50_1	450
buf_4	370
nand2_1	160
inv_1	150
fa_1	450
fa_1	500
fa_1	750
fa_1	950
inv_1	390
fa_1	590
inv_1	50
fa_1	530
inv_1	50
fa_1	480
inv_1	50
fa_1	450
ha_1	380
a21oi_1	300
o21ai_0	240
nor4_2	590
inv_1	130
a31o_2	280
xnor2_1	180
clkdlybuf4s50_1	510
-- cells by family after synthesis --
family                     share of synthesized area (%)
AOI/OAI and AO/OA                                   3.82
and+or+nand+nor                                     16.2
adders and majority gates                           66.1
buffers and inverters                               12.1
xor gates and xnor gates                            1.69
-- path summary, 6_finish.rpt --
check,slack (ps),endpoint
setup / recovery,5560,dst[54]
hold / removal,10970,dst[0]
-- routing by layer --
metal / track usage (%) / up-vias / wire, microns
met3: 6.16 / 127 / 8170
met1: 22.2 / 13200 / 36300
li1: - / 11000 / -
met5: 0 / - / 0
met2: 30.4 / 830 / 51100
met4: 3.74 / 0 / 2650
